<file path="flow/config.mk">
export PLATFORM = sky130hd
export DESIGN_NAME = ex
export DESIGN_NICKNAME = ex
export VERILOG_FILES = /design/flow/design.v
export SDC_FILE = /design/flow/constraint.sdc
export NUM_CORES = 4
export LEC_CHECK = 1
export CORE_UTILIZATION = 50
</file>
<file path="flow/constraint.sdc">
current_design ex

set clk_period 11.7
set clk_io_pct 0.2

create_clock -name clk0 -period $clk_period [get_ports {CLK}]

set non_clock_inputs [all_inputs -no_clocks]
set_input_delay [expr $clk_period * $clk_io_pct] -clock clk0 $non_clock_inputs
set_output_delay [expr $clk_period * $clk_io_pct] -clock clk0 [all_outputs]
</file>
<file path="flow/design.v">
typedef struct packed {
  logic [6:0] FUNC7;
  logic [4:0] RS2;
  logic [4:0] RS1;
  logic [2:0] FUNC3;
  logic [4:0] RD;
  logic [6:0] OPCODE;
} instrr_t;
typedef union packed {
  struct packed {
    logic [11:0] IMM;
    logic [4:0] RS1;
    logic [2:0] FUNC3;
    logic [4:0] RD;
    logic [6:0] OPCODE;
  } IMM;
  struct packed {
    logic [6:0] IMM;
    logic [4:0] SHAMT;
    logic [4:0] RS2;
    logic [2:0] FUNC3;
    logic [4:0] RD1;
    logic [6:0] OPCODE;
  } SHIFT;
} instri_t;
typedef struct packed {
  logic [19:0] IMM;
  logic [4:0] RD;
  logic [6:0] OPCODE;
} instru_t;
typedef struct packed {
  logic [6:0] IMM2;
  logic [4:0] RS2;
  logic [4:0] RS1;
  logic [2:0] FUNC3;
  logic [4:0] IMM1;
  logic [6:0] OPCODE;
} instrs_t;
typedef struct packed {
  logic [0:0] IMM4;
  logic [5:0] IMM3;
  logic [4:0] RS2;
  logic [4:0] RS1;
  logic [2:0] FUNC3;
  logic [3:0] IMM2;
  logic [0:0] IMM1;
  logic [6:0] OPCODE;
} instrb_t;
typedef struct packed {
  logic [6:0] OPCODE;
  logic [4:0] RD;
  logic [7:0] IMM1;
  logic [0:0] IMM2;
  logic [9:0] IMM3;
  logic [0:0] IMM4;
} instrj_t;
typedef union packed {
  instrr_t INSTRR;
  instri_t INSTRI;
  instru_t INSTRU;
  instrs_t INSTRS;
  instrb_t INSTRB;
  instrj_t INSTRJ;
  logic [31:0] RAW;
} instr_t;
module ex # (
  parameter XCNT = 32,
  parameter XLEN = 32
) (
  input logic CLK,
  input logic RSTN,
  input logic EXECUTE_ENABLED,
  output logic EXECUTE_VALID, 
  output logic EXECUTE_HAZARD,
  input logic [3:0] EX_ALU_OP,
  input logic [XLEN-1:0] EX_ALU_OP1,
  input logic [XLEN-1:0] EX_ALU_OP2,
  output logic [XLEN-1:0] EX_ALU_RESULT,
  input logic [$clog2(XLEN)-1:0] EX_RD_SEL,
  output logic [$clog2(XLEN)-1:0] WB_SEL,
  input logic JAL,
  input logic JALR,
  input logic BRANCH,
  input logic VALID_INSTRUCTION
);
always_comb begin
  if(JAL) begin
  end else if(JALR) begin
  end else if(BRANCH) begin
    case(EX_ALU_OP)
      10: begin
      end
      11: begin
      end
      12: begin
      end
      13: begin
      end
      14: begin
      end
      15: begin
      end
      default: begin
      end
    endcase
  end
end
always @(posedge CLK) begin
  if(!RSTN && EXECUTE_ENABLED) begin
    WB_SEL <= EX_RD_SEL;
    case(EX_ALU_OP)
      0: begin
        EX_ALU_RESULT <= EX_ALU_OP1 + EX_ALU_OP2;
      end
      1: begin
        EX_ALU_RESULT <= EX_ALU_OP1 - EX_ALU_OP2;
      end
      2: begin
        EX_ALU_RESULT <= EX_ALU_OP1 << EX_ALU_OP2[4:0];
      end
      3: begin
      end
      4: begin
      end
      5: begin
        EX_ALU_RESULT <= EX_ALU_OP1 ^ EX_ALU_OP2;
      end
      6: begin
        EX_ALU_RESULT <= EX_ALU_OP1 >>> EX_ALU_OP2[4:0];
      end
      7: begin
        EX_ALU_RESULT <= $signed(EX_ALU_OP1) >>> EX_ALU_OP2[4:0];
      end
      8: begin
        EX_ALU_RESULT <= EX_ALU_OP1 | EX_ALU_OP2;
      end
      9: begin
        EX_ALU_RESULT <= EX_ALU_OP1 & EX_ALU_OP2;
      end
    endcase
    EXECUTE_VALID <= 1;
  end else begin
    EXECUTE_VALID <= 0;
    EXECUTE_HAZARD <= 0;
  end
end
endmodule
</file>
<file path="flow/run.sh">
#!/bin/bash
# OpenROAD 26Q1-2900-gdf79404cd8, Yosys 0.63+post, stock flow scripts
make -C /OpenROAD-flow-scripts/flow DESIGN_CONFIG=/design/flow/config.mk WORK_HOME=/design/flow/orfs finish
</file>
==> results.py <==
# Physical implementation metrics
metrics = {
    "run_status": {
        "outcome": "completed",
    },
    "worst_setup_path": {
        "timing_worst_setup_path_type": "in2reg",
        "timing.critical_path.depth": 17,
        "cpMaxStageDelayCell": "sky130_fd_sc_hd__nor4_1",
        "crit_top_cell": "sky130_fd_sc_hd__buf_4",
        "worstPathCellList": "clkdlybuf4s50_1 > buf_4 > nor4_1 > and2_1 > nand2_1 > nor4_2 > buf_4 > a31oi_1 > xnor2_1 > ha_1 > nand4_1 > nor3_1 > o2111a_1 > o21ai_1 > a21oi_1 > mux2i_1 > a221o_1",
        "critical_path_buf_inv_count": 3,
        "slowest_delay_ps": 670,
        "startpoint_type": "input port",
        "critical_path_required_ps": 11720,
        "critical_path.endpoint_type": "flop",
        "path_delay_family": "simple AND/OR/NAND/NOR gates",
        "crit_path_max_fanout": 39,
        "cp.arrival_ps": 7050,
    },
    "sta": {
        "worstMarginPinSlew_ps": 911,
        "fmax_mhz": 142,
        "finalMaxSlewViolations": 0,
        "tightest_slew_margin_relative_to_the_limit_pct": 39.3,
        "fin_setup_tns_ps": 0,
        "timing.final.crit_share_pct": 60.1,
        "rsz0062_at_grt": "no",
        "tmin_final_ps": 7030,
        "timing_hold_violations_final": 0,
        "finalSetupViolCount": 0,
    },
    "synthesis": {
        "simple_gate_area_share_pct": 14.2,
        "synth-edff-count": 37,
        "syn_area_per_cell_um2": 8.28,
        "ys_warn_count": 1,
        "async_flop_share_pct": 0,
        "mux_frac_synth_pct": 22.3,
        "post_synth_num_cell_types": 67,
        "synth.cellmix.xorXnorShare_pct": 5.29,
        "yosysCellCount": 1040,
        "post_synth_main_area_contributors": "sky130_fd_sc_hd__mux4_2 17%, sky130_fd_sc_hd__ha_1 14%, sky130_fd_sc_hd__edfxtp_1 13%",
        "ys.flops": 38,
        "yosys.area_share.adder_pct": 14.3,
        "synth_area_leader_cell": "sky130_fd_sc_hd__mux4_2",
        "synth-main-ff-cell": "sky130_fd_sc_hd__edfxtp_1",
        "synthesis.area_um2": 8610,
        "netlist_instances": 1040,
        "yosysTopAreaCellShare_pct": 17.0,
        "synth-seq-area-share_pct": 13.1,
        "ys_chip_area_um2": 8610,
        "synth.logic.top_family": "AND-OR/OR-AND gates",
        "aoi_share_pct": 23.8,
    },
    "cells_and_area": {
        "final_layout_size_suffix_gt1_share_pct": 10.1,
        "mostFrequentLayoutCells": "126 x sky130_fd_sc_hd__nor2_1, 110 x sky130_fd_sc_hd__clkdlybuf4s50_1, 97 x sky130_fd_sc_hd__ha_1",
        "area_delta_synth_final_pct": 16.0,
        "layoutNonFillerInstCount": 1325,
        "layout_top_cell_excl_fill_tap": "sky130_fd_sc_hd__nor2_1",
    },
    "routing": {
        "ant_nets": 0,
        "firstDrtPassIters": 7,
        "via_count": 8660,
        "route.detailed.drc": 0,
        "post_drt_via_cell_ratio": 6.54,
        "initialDrtViolationCount": 774,
        "route.final.wire_length_mm": 30.6,
        "detail_route.wl_per_cell_um": 23.1,
    },
    "die": {
        "fp.dieH_um": 133,
        "design.core.area_um2": 16700,
        "floorplan.die.width_um": 133,
        "floorplan.die_area_um2": 17700,
        "initCoreUtil_pct": 51.6,
        "rows": 47,
        "num_io_pins": 119,
    },
    "job": {
        "max-cap-violations": 0,
        "openroad.warnings": 64,
    },
    "power": {
        "power_per_cell_area_nw_per_um2": 74.9,
        "report.power.total_w": 0.000748,
        "static-leakage-power_nw": 4.00,
        "ir_drop_v": 0.0000930,
    },
    "global_routing": {
        "largest_net_degree_at_the_start_of_global_routing": 59,
        "grt_util_all_layers_pct": 36.3,
        "via_count_of_the_first_global_routing_pass": 7942,
        "grt_util_met2_pct": 53.2,
        "total_grt_overflow": 0,
        "globalRoute.busiestLayer": "met2",
        "grt.met3_usage_pct": 16.2,
        "use_met1_pct": 51.1,
        "grt_antenna_before_repair": 2,
        "grt_pass1_wl_mm": 46.7,
    },
    "clocking": {
        "cts-hold-fix-buffers": 0,
        "cts_tree": "yes",
        "cts_buffers": 5,
        "clock_sinks": 38,
        "post-cts-setup-buffer-count": 0,
        "cts_htree_levels": 2,
        "cts_root_buffer": "sky130_fd_sc_hd__clkbuf_16",
        "path_clk_slew_ps": 50,
        "post_cts_resized": 0,
        "clk_path_buf_depth": 2,
    },
    "placed_design": {
        "routabilityCongestion": 1.05,
        "place_hpwl_mm": 23.7,
        "portBuffers": 113,
        "dpl.cell_count": 1316,
    },
    "min_path": {
        "path_category_of_the_worst_min_delay_check": "in2reg",
        "whs_path_depth": 1,
    },
}
logic make-up (layout without fill, tap and decap cells):
logic type                 after synthesis  after routing
AOI/OAI and AO/OA                      321            321
and+or+nand+nor                        272            272
buffers and inverters                  148            212
muxes                                  110            110
adders and majority gates               98             98
xor gates and xnor gates                52             52
DFF                                     38             38
other                                    1              2
flip-flops by register name, indices dropped and copies added, names as in the netlist:
name	count
WB_SEL	5
EX_ALU_RESULT	32
EXECUTE_VALID	1
metal layers:
metal / share of wire, % / wire length (um)
met1: 40 / 12200
met2: 43 / 13200
met3: 15 / 4490
met4: 2.0 / 617
met5: 0 / 0
report_power, final:
group	leakage, nW	internal (W)	switching [W]
Sequential	0.343	0.000167	0.00000215
Clock	0.0729	0.0000841	0.0000472
Combinational	3.59	0.000187	0.000260
cell type report:
| class | instances | area [um2] |
|---|---|---|
| Clock buffer | 6 | 139 |
| Timing Repair Buffer | 133 | 1270 |
| Tap cell | 220 | 275 |
| Multi-Input combinational cell | 854 | 6890 |
| Clock inverter | 2 | 12.5 |
| Antenna cell | 1 | 2.50 |
| Sequential cell | 38 | 1130 |
| Fill cell | 1538 | 6710 |
| Inverter | 71 | 267 |
through the flow:
stage	instance area [um2]	worst slack, ps	util [%]	hold WS (ps)
floorplan	8610	5450	-	2440
global placement	9830	4530	58.9	2900
detailed placement	9830	4520	58.9	2900
CTS	9990	4790	59.8	2610
global route	9990	4470	59.8	2610
finish	9990	4670	59.8	2610
synth_stat cells (3+ instances only):
cell type,instances
sky130_fd_sc_hd__a41oi_1,4
sky130_fd_sc_hd__and2_1,7
sky130_fd_sc_hd__and3_1,7
sky130_fd_sc_hd__nor2b_1,5
sky130_fd_sc_hd__inv_1,67
sky130_fd_sc_hd__a221oi_1,17
sky130_fd_sc_hd__mux2i_1,41
sky130_fd_sc_hd__a32oi_1,3
sky130_fd_sc_hd__nor2_1,128
sky130_fd_sc_hd__o211ai_1,11
sky130_fd_sc_hd__nand2_1,55
sky130_fd_sc_hd__buf_4,6
sky130_fd_sc_hd__a31oi_1,17
sky130_fd_sc_hd__or3_1,7
sky130_fd_sc_hd__xor2_1,12
sky130_fd_sc_hd__o22ai_1,9
sky130_fd_sc_hd__nand4_1,7
sky130_fd_sc_hd__ha_1,97
sky130_fd_sc_hd__o21a_1,6
sky130_fd_sc_hd__buf_1,9
sky130_fd_sc_hd__clkbuf_1,48
sky130_fd_sc_hd__nor3_1,22
sky130_fd_sc_hd__buf_2,14
sky130_fd_sc_hd__nand3_1,12
sky130_fd_sc_hd__xnor2_1,40
sky130_fd_sc_hd__o21ai_0,89
sky130_fd_sc_hd__a211oi_1,7
sky130_fd_sc_hd__mux4_2,65
sky130_fd_sc_hd__a21oi_1,77
sky130_fd_sc_hd__nor4_1,4
sky130_fd_sc_hd__a21o_1,15
sky130_fd_sc_hd__o2111ai_1,4
sky130_fd_sc_hd__o31ai_1,5
sky130_fd_sc_hd__nand2b_1,8
sky130_fd_sc_hd__mux2_2,4
sky130_fd_sc_hd__o221ai_1,14
sky130_fd_sc_hd__a22oi_1,21
sky130_fd_sc_hd__edfxtp_1,37
worst paths after layout:
| kind | from | to | slack (ps) |
|---|---|---|---|
| worst min-delay path | EX_RD_SEL[2] | WB_SEL[2] | 2610 |
| worst max-delay path | EX_ALU_OP2[4] | EX_ALU_RESULT[29] | 4670 |
No activity file was given, so power comes from the tool's default toggle rates.
