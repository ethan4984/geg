==> ./design.v <==
module wb # (
  parameter XCNT = 32,
  parameter XLEN = 32
) (
  input logic CLK,
  input logic RSTN,
  input logic WB_ENABLED,
  output logic WB_HAZARD,
  output logic WB_VALID,
  output logic RELEASE_HAZARD,
  input logic [$clog2(XCNT)-1:0] WB_WRITE_SEL,
  input logic [XLEN-1:0] WB_WRITE_DATA,
  input logic [$clog2(XCNT)-1:0] READ_SEL1, 
  input logic [$clog2(XCNT)-1:0] READ_SEL2,
  output logic [XLEN-1:0] READ_DATA1, 
  output logic [XLEN-1:0] READ_DATA2
);
logic [$clog2(XCNT)-1:0] REGS [XLEN-1:0];
assign READ_DATA1 = REGS[READ_SEL1];
assign READ_DATA2 = REGS[READ_SEL2];
always @(posedge CLK) begin
  if(!RSTN) begin
    REGS[WB_WRITE_SEL] <= WB_WRITE_DATA;
    WB_VALID <= 1;
    WB_HAZARD <= 0;
  end else begin
    for(integer i = 0; i < XCNT; i++) begin
      REGS[i] <= 0;
    end
    WB_VALID <= 0;
    WB_HAZARD <= 0;
  end
end
endmodule
==> ./run.sh <==
#!/bin/bash
# OpenROAD 26Q1-2900-gdf79404cd8, Yosys 0.63+post, stock flow scripts
make -C /OpenROAD-flow-scripts/flow DESIGN_CONFIG=/design/flow/config.mk WORK_HOME=/design/flow/orfs finish
==> ./config.mk <==
export PLATFORM = sky130hd
export DESIGN_NAME = wb
export DESIGN_NICKNAME = wb
export VERILOG_FILES = /design/flow/design.v
export SDC_FILE = /design/flow/constraint.sdc
export NUM_CORES = 4
export LEC_CHECK = 1
export CORE_UTILIZATION = 30
==> ./constraint.sdc <==
current_design wb

set clk_period 2.9
set clk_io_pct 0.2

create_clock -name clk0 -period $clk_period [get_ports {CLK}]

set non_clock_inputs [all_inputs -no_clocks]
set_input_delay [expr $clk_period * $clk_io_pct] -clock clk0 $non_clock_inputs
set_output_delay [expr $clk_period * $clk_io_pct] -clock clk0 [all_outputs]
==> impl_metrics.csv <==
group,metric,value,unit
timing,setup_slack,-0.102,ns
finish,syn_to_final_growth,21.1,%
clock_network,clockBufferDepth,2,
global_route,grt_max_degree,73,
route,wl,28300,um
timing,finalMaxSlewViolations,0,
placed_design,gp_congestion,0.834,
floorplan,core_area,29800,um^2
synth,top_cells_by_area,"dfxtp_1 (35%), mux4_2 (25%), nand3_1 (8.8%)",
pwr,power_leakage,3.66,nW
timing,worst_slew_pin_slew,0.779,ns
outcome,status,"complete, but fails checks",
synth,synthCells,956,
synth,synth.largest_area_cell,"dfxtp_1",
floorplan,chip_area,31100,um^2
synth,postSynthSeqShare,35.4,%
route,drtAntennaViolNets,0,
clock_network,cts-htree-levels,4,
route,drt_iter0_markers,643,
synth,synth_area,9120,um^2
pwr,peakVddDrop,0.415,mV
timing,rsz0062_at_grt,"true",
timing,period_used_share,104,%
hold_path,worst_hold_path_type,"flip-flop to flip-flop",
clock_network,cts_buffers,17,
timing,period_needed,3.00,ns
finish,stdcell_area,11000,um^2
route,first_pass_iters,5,
global_route,grt-ovfl-total,0,
synth,numSynthFlops,161,
timing,hold_violations,0,
placed_design,port_buffers,32,
global_route,antenna_found_initial,0,
timing,whs,0.484,ns
floorplan,initCoreUtil,30.6,%
clock_network,cts_tree,"built",
global_route,grt_pass1_vias,7706,
worst_setup_path,critical_path_required,2.32,ns
route,avgRoutedWirePerCell,20.6,um
placed_design,placedInstanceArea,9840,um^2
floorplan,io_pins,117,
route,vias,7895,
worst_setup_path,crit_arrival,2.42,ns
synth,ys_cells,956,
synth,ys_warn_count,2,
timing,clock.fmax,333,MHz
outcome,failed_checks,"setup timing",
clock_network,path_clk_slew,0.06,ns
pwr,powerDensity,460,nW/um^2
synth,synth_top_area_share,35.4,%
global_route,grtUsageTotal,19.0,%
worst_setup_path,cp-start-kind,"input port",
finish,drive_above_1_share,25.9,%
timing,fin_skew,0,ns
synth,yosys_area,9120,um^2
job,cap_viol_max_count,0,
synth,ys_types,20,
finish,most-common-layout-cells,"dfxtp_1 (161), nand3_1 (161), o21ai_0 (160), a21oi_1 (160), mux4_2 (100)",
clock_network,insertion_delay,0.42,ns
floorplan,die_y,176,um
global_route,grt_pass1_wl,43700,um
worst_setup_path,critPathKind,"input port to output port",
timing,slew_headroom,48.0,%
synth,syn_avg_cell_area,9.54,um^2
floorplan,die_w,176,um
clock_network,cts_root_buf,"clkbuf_16",
route,route.antenna.diode_count,0,
timing,finalSetupViolCount,10,
route,drcViolationCount,0,
placed_design,dp_hpwl,15100,um
route,routed_via_density,5.73,
floorplan,rows,63,
worst_setup_path,crit_path_end_kind,"output port",
clock_network,clock_sinks,161,
worst_setup_path,worst-path-max-fanout,7,
job,openroad.warnings,55,
==> registers in the layout (all words and copies together), names as in the netlist <==
signal    count
REGS        160
WB_VALID      1
==> cells by family after synthesis <==
logic type | Yosys count | share of synthesized area [%]
other | 1 | 0.0411
buffers and inverters | 180 | 10.3
AOI/OAI and AO/OA | 320 | 17.6
DFF | 161 | 35.4
muxes | 110 | 25.9
and+or+nand+nor | 184 | 10.8
==> cells in the mapped netlist (all sizes together) <==
master,n
and3,1
mux4,100
nor3b,5
and3b,4
o21ai,160
nand3b,4
dfxtp,161
inv,1
nand3,161
nor3,2
or3b,5
or3,2
mux2,10
conb,1
clkbuf,102
a21oi,160
buf,77
==> layer usage <==
metal  part of all wire (%)  GRT usage [%]  wire length (um)  vias to the layer above
met5                      0          0.481                 0                        -
met4                    4.0           5.94              1150                        0
met3                     10           8.17              2960                       61
met2                     46           29.1             13000                      421
met1                     40           24.7             11200                     3889
li1                       -              -                 -                     3524
==> report_power, final <==
part	total, W	internal (W)	switching, W	leakage, nW
logic	0.000642	0.000275	0.000367	2.09
clock network	0.00220	0.00128	0.000921	0.270
registers	0.00224	0.00223	0.0000103	1.30
total	0.00508	0.00378	0.00130	3.66
==> timing repair <==
item,CTS,global route
resized,72,5
hold buffers,0,0
gates cloned,9,0
setup buffers,29,1
endpoints found under the setup margin,10,10
==> final timing paths <==
check / start / to / slack [ns] / cells past startpoint
hold / removal: REGS[0][3]$_SDFFE_PP0P_ / REGS[0][3]$_SDFFE_PP0P_ / 0.48 / 2
hold reg to reg: REGS[0][3]$_SDFFE_PP0P_ / REGS[0][3]$_SDFFE_PP0P_ / 0.48 / 2
setup reg to reg: REGS[16][1]$_SDFFE_PP0P_ / REGS[16][1]$_SDFFE_PP0P_ / 2.16 / 2
setup / recovery: READ_SEL1[1] / READ_DATA1[1] / -0.10 / 7
==> final cells by class <==
class	instances	area [um^2]
flip-flops and latches	161	3220
repair buffers	123	1520
fillers	2909	18800
well taps	390	488
clock buffers	25	495
multi-input cells	670	5230
clock inverters	7	75.1
inverters	1	3.75
==> metrics by stage <==
step / utilization, % / power [W] / worst slack (ns) / setup TNS, ns / cells
final: 37.0 / 0.00508 / -0.102 / -0.595 / 1377
after global routing: 37.0 / 0.00523 / -0.131 / -0.752 / 1377
after CTS: 37.0 / 0.00508 / -0.0788 / -0.505 / 1377
after detailed placement: 33.0 / 0.00282 / -0.439 / -4.04 / 1308
after global placement: 33.0 / 0.00282 / -0.433 / -3.99 / 1308
after floorplan: - / 0.00264 / 0.182 / 0 / 1011
==> worst max-delay path: stages <==
cell,delay [ns]
buf_16,0.15
buf_12,0.14
buf_6,0.10
mux4_2,0.50
mux4_2,0.52
mux2_4,0.31
buf_2,0.12
Power is estimated from default activity; no workload was simulated.
